### design.v
module sevenSegDigit (
input logic [3:0] digit,
output logic [6:0] displayBits
);
always_comb begin 
  case(digit)
    4'b0000: begin 
      displayBits = 7'b0111111;  
    end
    4'b0001: begin 
      displayBits = 7'b0000110;  
    end
    4'b0010: begin 
      displayBits = 7'd1011011;  
    end
    4'b0011: begin 
      displayBits = 7'b1001111;  
    end
    4'b0100: begin 
      displayBits = 7'b1100110;  
    end
    4'b0101: begin 
      displayBits = 7'b1101101;  
    end
    4'b0110: begin 
      displayBits = 7'b1111101;  
    end
    4'b0111: begin 
      displayBits = 7'b0000111;  
    end
    4'b1000: begin 
      displayBits = 7'b1111111;  
    end
    4'b1001: begin 
      displayBits = 7'b1110011;  
    end
    default: displayBits = 7'b0000000;  
  endcase
    displayBits = ~displayBits;
end
endmodule
### run.sh
#!/bin/bash
# OpenROAD 26Q1-2900-gdf79404cd8, Yosys 0.63+post, stock flow scripts
make -C /OpenROAD-flow-scripts/flow DESIGN_CONFIG=/design/flow/config.mk WORK_HOME=/design/flow/orfs finish
### config.mk
export PLATFORM = sky130hd
export DESIGN_NAME = sevenSegDigit
export DESIGN_NICKNAME = sevenSegDigit
export VERILOG_FILES = /design/flow/design.v
export SDC_FILE = /design/flow/constraint.sdc
export NUM_CORES = 4
export LEC_CHECK = 1
export CORE_AREA = 10 10 70 70
export DIE_AREA = 0 0 80 80
### constraint.sdc
current_design sevenSegDigit

set clk_period 2.4
set clk_io_pct 0.2

create_clock -name clk0 -period $clk_period

set non_clock_inputs [all_inputs -no_clocks]
set_input_delay [expr $clk_period * $clk_io_pct] -clock clk0 $non_clock_inputs
set_output_delay [expr $clk_period * $clk_io_pct] -clock clk0 [all_outputs]
==> impl_metrics.py <==
# Metrics from the implementation run
metrics = {
    "cells_and_area": {
        "final-seq-area_um2": 0,
        "nClkBuffers": 0,
        "layoutNonFillerInstCount": 92,
        "layout-drive-gt1-share_pct": 34.78,
        "syn_to_final_growth_pct": 111.0,
        "flop-count": 0,
    },
    "final_timing": {
        "worst_slack_ns": 0.07660,
        "worstMarginPinSlew_ns": 0.2827,
        "rsz0062_at_grt": "no",
        "timing.fmax_mhz": 430.4,
        "setup_viol": 0,
        "hold_viol": 0,
        "final_max_slew_violation_tally": 0,
        "worst_slew_margin_rel_pct": 81.15,
        "period_used_pct": 96.81,
        "layout_min_cycle_time_ns": 2.323,
    },
    "drt": {
        "avgViaCountPerCell": 2.587,
        "drt_pass1_iterations": 2,
        "met1_length_um": 328,
        "route.detailed.drc": 0,
        "topRoutingLayerUsed": "met3",
        "antenna_cells": 0,
        "met3_layer_wire_length_in_the_routed_design_um": 45,
        "metal2_wl_um": 290,
        "detail_route.iter0.violations": 17,
        "wirelength_per_cell_um": 7.217,
        "drt-total-wl_um": 664,
        "antenna_violating_nets_post_route": 0,
        "routed-via-count": 238,
    },
    "min_path": {
        "hold_path_startpoint": "digit[0]",
        "hold_crit_path_type": "in -> out",
    },
    "synthesis": {
        "yosys.stat.seqShare_pct": 0,
        "ys_cells": 28,
        "synth.most_common_cell": "sky130_fd_sc_hd__ha_1",
        "synthesis.instances": 28,
        "summed_instance_area_of_the_synthesized_netlist_um2": 203.9,
        "synth.distinct_cells": 13,
        "synth_area_per_cell_um2": 7.284,
        "synth_area_leader_cell": "sky130_fd_sc_hd__ha_1",
        "yosysTopAreaCellShare_pct": 30.67,
        "yosysChipArea_um2": 203.9,
        "netlist_top_cells_area": "sky130_fd_sc_hd__ha_1, sky130_fd_sc_hd__a21oi_1, sky130_fd_sc_hd__a21oi_2, sky130_fd_sc_hd__o21ai_0, sky130_fd_sc_hd__or2b_1",
        "synth.yosys.warnings": 2,
        "yosys-top-cells-count": "sky130_fd_sc_hd__ha_1, sky130_fd_sc_hd__a21oi_1, sky130_fd_sc_hd__inv_1, sky130_fd_sc_hd__nor2_1, sky130_fd_sc_hd__o21ai_0",
    },
    "worst_setup_path": {
        "start_kind": "input port",
        "path_class": "in -> out",
        "critical_path_origin": "digit[1]",
        "end_kind": "primary output",
        "critical_path_peak_fanout": 2,
        "arrival_ns": 1.84,
        "crit_required_ns": 1.92,
    },
    "placement": {
        "port-buffer-count": 11,
        "dp_hpwl_um": 580.8,
        "numPlacedInstances": 92,
        "globalplace.congestion": 0.7289,
        "place_ws_ns": -0.2574,
    },
    "run_status": {
        "run_status": "complete, no violations",
    },
    "grt": {
        "grt_overflow_total": 0,
        "antenna_found_initial": 0,
        "first_global_vias": 217,
        "grt_max_degree": 9,
        "grt_first_pass_wirelength_um": 1048,
        "track_usage_pct": 1.847,
    },
    "floorplan": {
        "floorplanUtilization_pct": 5.971,
        "core_region_area_um2": 3416,
        "width_of_the_die_um": 80,
        "die.size.y_um": 80,
        "rows": 21,
        "dieArea_um2": 6400,
        "io_pins": 11,
    },
    "run": {
        "maxCapViolations": 0,
        "tool_warnings": 36,
    },
    "power": {
        "cellLeakagePower_nw": 0.1750,
        "power-per-cell-area_nw_per_um2": 160.3,
        "report.power.total_mw": 0.06900,
        "power.ir.vdd_worst_uv": 20.34,
    },
    "clocking": {
        "holdBufCountCts": 0,
        "setup_repair_bufs_after_cts": 0,
    },
}
## per-stage QoR
step                TNS (ns)  area [um^2]  hold slack [ns]  utilization [%]
finish                     0        430.4            1.869            12.60
global placement      -1.266        420.4            2.040            12.31
floorplan                  0        203.9           0.9949                -
CTS                        0        429.2            1.899            12.56
detailed placement    -1.248        420.4            2.040            12.31
global route               0        430.4            1.929            12.60
## routing by layer
layer,up-vias,GRT usage (%)
met4,0,0
met2,5,3.050
met1,100,2.571
li1,133,-
met5,-,0
met3,0,0.3409
## worst paths after layout
check,cells after the start,end,slack [ns]
min,5,displayBits[3],1.87
max,7,displayBits[3],0.08
## cell usage in the layout (no fill, tap or decap)
master,count
sky130_fd_sc_hd__clkdlybuf4s50_1,8
sky130_fd_sc_hd__buf_4,8
sky130_fd_sc_hd__a21oi_1,4
sky130_fd_sc_hd__ha_1,4
sky130_fd_sc_hd__inv_2,3
sky130_fd_sc_hd__nor2_1,3
sky130_fd_sc_hd__or2b_1,2
sky130_fd_sc_hd__a21oi_2,2
sky130_fd_sc_hd__o21ai_0,2
sky130_fd_sc_hd__dlygate4sd2_1,2
sky130_fd_sc_hd__nor3_2,1
sky130_fd_sc_hd__nor2_2,1
sky130_fd_sc_hd__a2bb2oi_1,1
sky130_fd_sc_hd__a31oi_1,1
sky130_fd_sc_hd__o21ai_1,1
sky130_fd_sc_hd__xor2_1,1
sky130_fd_sc_hd__ha_4,1
sky130_fd_sc_hd__clkdlybuf4s15_1,1
## cell families (layout without fill, tap and decap cells)
logic type / count (synthesis) / in the layout / synth area share (%)
buffers and inverters: 4 / 22 / 11.04
AND-OR/OR-AND: 11 / 11 / 33.13
XOR/XNOR: 1 / 1 / 4.295
adder cells (fa/ha/maj): 5 / 5 / 30.67
AND/OR/NAND/NOR: 7 / 7 / 20.86
## what timing repair did
action	in CTS	in global routing
cloned	0	0
resized	6	3
pin swaps	1	0
endpoints found under the setup margin	7	4
hold endpoints to repair	0	0
## critical path: stages
cell and delay (ns):
sky130_fd_sc_hd__dlygate4sd2_1 0.24, sky130_fd_sc_hd__inv_2 0.06, sky130_fd_sc_hd__ha_4 0.27, sky130_fd_sc_hd__nor2_2 0.04
sky130_fd_sc_hd__a21oi_2 0.10, sky130_fd_sc_hd__a2bb2oi_1 0.17, sky130_fd_sc_hd__clkdlybuf4s50_1 0.49
## layout make-up
cell class,instances,area [um^2]
fill,400,2985
inverter,3,11.26
timing repair buffer,19,167.7
multi-input combinational,24,193.9
tap,46,57.56
## where the power goes
part	internal [mW]	switching [mW]
clock network	0	0
registers	0	0
logic	0.0432	0.0258
No activity file was given, so power comes from the tool's default toggle rates.
