==> design/flow/run.sh <==
#!/bin/bash
# OpenROAD 26Q1-2900-gdf79404cd8, Yosys 0.63+post, stock flow scripts
make -C /OpenROAD-flow-scripts/flow DESIGN_CONFIG=/design/flow/config.mk WORK_HOME=/design/flow/orfs finish
==> design/flow/config.mk <==
export PLATFORM = sky130hd
export DESIGN_NAME = miniALU
export DESIGN_NICKNAME = miniALU
export VERILOG_FILES = /design/flow/design.v
export SDC_FILE = /design/flow/constraint.sdc
export NUM_CORES = 4
export LEC_CHECK = 1
export CORE_AREA = 10 10 72 72
export DIE_AREA = 0 0 82 82
==> design/flow/constraint.sdc <==
current_design miniALU

set clk_period 5.6
set clk_io_pct 0.2

create_clock -name clk0 -period $clk_period

set non_clock_inputs [all_inputs -no_clocks]
set_input_delay [expr $clk_period * $clk_io_pct] -clock clk0 $non_clock_inputs
set_output_delay [expr $clk_period * $clk_io_pct] -clock clk0 [all_outputs]
==> design/flow/design.v <==
module miniALU (
    input logic signed [3:0] op1,
    input logic signed [3:0] op2,
    input logic operation,  
    input logic sign,  
    output logic [19:0] result
); 
always_comb begin
    if (operation) begin 
        if (sign) begin 
            result = op1 >>> op2;  
        end
        else begin 
            result = op1 <<< op2;  
        end
    end
    else begin 
        if (sign) begin 
            result = op1 - op2;  
        end
        else begin 
            result = op1 + op2;  
        end
    end
end
endmodule
==> results.cfg <==
; implementation run metrics
[worst_hold_path]
worstHoldEndpoint = result[19]
hold_path_class = input port to output port
hold_depth = 5
min_from = op1[3]

[worst_setup_path]
required_ps = 4480
critPathCaptureType = output port
crit_arrival_ps = 4030
cp-start-kind = input port
criticalPathCategory = input port to output port
cp_max_fo = 15

[layout]
area_growth_pct = 37.2
drive_above_1_share_pct = 9.40
n_fill_cell = 396
nClkBuffers = 0
regArea_um2 = 0
flops = 0
fin_cells = 197

[synthesis]
syn_inst = 126
top_area_cell = mux2i_1
syn_area_um2 = 911
synth_cell_type_count = 43
postSynthSeqShare_pct = 0
post-synth-top-area-fraction_pct = 14.3
ys_area_um2 = 911
syn_avg_cell_area_um2 = 7.23
synthTopCellsByArea = mux2i_1 (14%), ha_1 (8.2%), o21ai_0 (7.1%)
yosysWarnings = 1
yosys_cells = 126

[floorplanning]
die_x_um = 82
dieArea_um2 = 6720
rows = 22
io_pins = 30
initial_core_util_pct = 24.7
core_area_um2 = 3690
die_h_um = 82

[sta]
period_minus_slack_ps = 5150
rsz0062_at_grt = false
maxSlewHeadroom_pct = 68.2
fmax_mhz = 194
hold_slack_ps = 3410
slew_viol_final = 0
setup_tns_ps = 0
fin_crit_sh_pct = 92.0
finalHoldViolations = 0
finalSetupViolations = 0
tightest_slew_ps = 475

[placement]
place_inst = 197
dpl.hpwl_um = 2210
gp_congestion = 0.951
io_buffers = 30

[drt]
drt_first_pass_iters = 4
avgRoutedWirePerCell_um = 14.3
antennaDiodeCount = 0
drt_iter0_markers = 105
totalWireLength_um = 2830
num_vias = 1006
ant_nets = 0
viasPerCell = 5.11
drc = 0

[power]
power.density_nw_per_um2 = 120
p_leak_uw = 0.000504
ir_drop_mv = 0.0426

[clock_network]
post_cts_resize_count = 0
postCtsHoldBufs = 0
post-cts-setup-buffer-count = 0

[run]
warning_count = 33
maxCapViolations = 0

[grt]
grt_pass1_vias = 991
grt_antenna_before_repair = 0
grt_use_total_pct = 8.47
grt_max_degree = 31
overflow = 0
grt_pass1_wl_um = 4770

[outcome]
status = finished clean
how the worst max path moves through the flow:
stage / from / to / slack, ps / cells past startpoint
after CTS: op2[0] / result[18] / 410 / 10
after global routing: op2[0] / result[18] / 260 / 10
final: op2[0] / result[18] / 450 / 10
power breakdown:
part	leakage [µW]	switching [µW]	internal, µW
clock	0	0	0
combinational	0.000504	61.0	88.9
sequential	0	0	0
logic make-up after synthesis:
logic type	count (synthesis)	synth area share, %
AOI/OAI and AO/OA	47	33.1
and+or+nand+nor	28	16.3
buffers and inverters	21	10.6
muxes	19	24.2
adders and majority gates	7	10.4
xor gates and xnor gates	4	5.36
stage by stage:
stage / util (%) / instance area [µm²] / setup WS, ps / total power (µW)
3_3_place_gp: 33.9 / 1250 / 461 / 152
5_1_grt: 33.9 / 1250 / 262 / 169
2_1_floorplan: - / 911 / 1440 / 76.6
6_report: 33.9 / 1250 / 448 / 150
4_1_cts: 33.9 / 1250 / 406 / 154
3_5_place_dp: 33.9 / 1250 / 415 / 153
worst max-delay path, cell delays in order:
cell and delay (ps):
clkdlybuf4s50_1 480, inv_1 70, ha_1 280, mux2i_1 100, fa_1 440, a21o_1 180
a21oi_1 150, xnor3_1 410, o21ai_0 280, clkdlybuf4s50_1 510
synthesized netlist by cell type, types with 2 or more instances:
| master | number |
|---|---|
| nor2_1 | 6 |
| a311oi_1 | 2 |
| mux2_2 | 4 |
| inv_1 | 8 |
| a31oi_1 | 3 |
| mux2i_1 | 13 |
| a22oi_1 | 3 |
| nor2b_1 | 2 |
| a21o_1 | 2 |
| o211ai_1 | 2 |
| nand2b_1 | 4 |
| mux4_2 | 2 |
| buf_2 | 5 |
| o21ai_0 | 13 |
| o22ai_1 | 4 |
| xnor2_1 | 2 |
| ha_1 | 6 |
| nand2_1 | 4 |
| clkbuf_1 | 5 |
| nand3_1 | 2 |
| and2_1 | 2 |
| a21oi_1 | 8 |
| a21boi_0 | 3 |
| nor3_1 | 2 |
layout make-up:
| class | instances | area [µm²] | share of cell area [%] |
|---|---|---|---|
| inverters | 8 | 30.0 | 2.40 |
| multi-input cells | 105 | 815 | 65.2 |
| well taps | 48 | 60.1 | 4.80 |
| repair buffers | 36 | 345 | 27.6 |
layout by cell type (no fill, tap or decap), types with 2 or more instances in the layout:
cell type and count:
clkdlybuf4s50_1 30, mux2i_1 13, o21ai_0 13, inv_1 8, a21oi_1 8, nor2_1 6, ha_1 6, buf_4 6
nand2b_1 4, nand2_1 4, mux2_2 4, o22ai_1 4, a21boi_0 3, a31oi_1 3, a22oi_1 3, xnor2_1 2
and2_1 2, a21o_1 2, nand3_1 2, nor2b_1 2, mux4_2 2, a311oi_1 2, nor3_1 2, o211ai_1 2
layer usage:
metal	routed length (µm)	track usage, %	vias up
li1	-	-	524
met1	1210	11.3	453
met2	1390	15.0	29
met3	221	1.10	0
met4	0	0.340	0
met5	0	0	-
Power and IR drop assume default switching activity.
